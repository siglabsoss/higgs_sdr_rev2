[design/flow/config.mk]
export PLATFORM = sky130hd
export DESIGN_NAME = mdio_setconfig
export DESIGN_NICKNAME = mdio_setconfig
export VERILOG_FILES = /design/flow/design.v
export SDC_FILE = /design/flow/constraint.sdc
export NUM_CORES = 4
export LEC_CHECK = 1
export CORE_UTILIZATION = 40
[design/flow/constraint.sdc]
current_design mdio_setconfig

set clk_period 3.0
set clk_io_pct 0.2

create_clock -name clk0 -period $clk_period [get_ports {clk}]

set non_clock_inputs [all_inputs -no_clocks]
set_input_delay [expr $clk_period * $clk_io_pct] -clock clk0 $non_clock_inputs
set_output_delay [expr $clk_period * $clk_io_pct] -clock clk0 [all_outputs]
[design/flow/design.v]
module mdio_setconfig
  (
   output wire mdc,
   inout wire  mdio,
   input wire  en,
   input wire  clk, rstf
   );
   enum logic [3:0] {IDLE,
                     WAIT1,
                     SET_PAGE,
                     WAIT2,
                     READ_CMD,
                     TA,
                     READ_DATA,
                     WAIT3,
                     WRITE_REG } q_state, n_state;
   logic [7:0] q_cnt, n_cnt;
   logic [31:0] q_send_data, n_send_data;
   logic [15:0] q_get_data, n_get_data;
   logic       dout, dout_en;
   logic [31:0] PAGE_PARAM = {2'b01, 2'b01, 5'b0, 5'b10110, 2'b10, 16'h2};  
   localparam logic [13:0] READ_CMD_PARAM = {2'b01, 2'b10, 5'b0, 5'b11000};  
   localparam logic [31:0] WRITE_REG_PARAM = {2'b01, 2'b01, 5'b0, 5'b11000, 2'b10, 16'h2000};
   assign mdio = dout_en ? dout : 'z;
   assign mdc = (q_state == IDLE) ? 0:clk;
   always_comb begin
      n_get_data = q_get_data;
      n_send_data = q_send_data;
      n_state = q_state;
      n_cnt = q_cnt;
      dout = 0;
      dout_en = 0;
      case(q_state)
        IDLE: begin
           n_cnt = 0;
           if(en)
             n_state = WAIT1;
        end
        WAIT1: begin
           n_send_data = PAGE_PARAM;
           n_state = SET_PAGE;
        end
        SET_PAGE: begin
           dout_en = 1;
           n_cnt = q_cnt + 1;
           dout = q_send_data[31];
           n_send_data = q_send_data << 1;
           if(q_cnt == 31)
             n_state = WAIT2;
        end
        WAIT2: begin
           n_cnt = 0;
           n_send_data = {READ_CMD_PARAM,18'b0};
           n_state = READ_CMD;
        end
        READ_CMD: begin
           dout_en = 1;
           n_cnt = q_cnt + 1;
           dout = q_send_data[31];
           n_send_data = q_send_data << 1;
           if(q_cnt == 13) begin
              n_cnt = 0;
              n_state = TA;
           end
        end
        TA: begin
           n_cnt = q_cnt + 1;
           if(q_cnt == 1) begin
              n_cnt = 0;
              n_state = READ_DATA;
           end
        end
        READ_DATA: begin
           n_get_data = {q_get_data[14:0], mdio};
           n_cnt = q_cnt + 1;
           if(q_cnt == 15) begin
              n_cnt = 0;
              n_state = WAIT3;
           end
        end
        WAIT3: begin
           n_cnt = 0;
           n_send_data = WRITE_REG_PARAM;
           n_state = WRITE_REG;
        end
        WRITE_REG: begin
           dout_en = 1;
           n_cnt = q_cnt + 1;
           dout = q_send_data[31];
           n_send_data = q_send_data << 1;
           if(q_cnt == 31)
             n_state = IDLE;
        end
        default:
          n_state = IDLE;
      endcase
   end
   always @(negedge clk or negedge rstf)  begin
      if(~rstf) begin
         q_state <= IDLE;
         q_cnt <= 0;
         q_send_data <= 0;
         q_get_data <= 0;
      end
      else begin
         q_state <= n_state;
         q_cnt <= n_cnt;
         q_send_data <= n_send_data;
         q_get_data <= n_get_data;
      end
   end
endmodule
[design/flow/run.sh]
#!/bin/bash
# OpenROAD 26Q1-2900-gdf79404cd8, Yosys 0.63+post, stock flow scripts
make -C /OpenROAD-flow-scripts/flow DESIGN_CONFIG=/design/flow/config.mk WORK_HOME=/design/flow/orfs finish
==> results.txt <==
Quick summary of the implementation run below.

The final reports fail on setup timing. The share of the synthesized area in the top cell type came out at 56.56%. Ranked by instance count, the synthesized netlist is headed by sky130_fd_sc_hd__dfrtn_1 (47), sky130_fd_sc_hd__a22o_1 (21), sky130_fd_sc_hd__o21ai_0 (13). The run finished, with violations left. The count of final hold-check violations came out at 0. The worst register-to-register path depth is 5. TritonCTS built the clock tree.

The violation tally recorded at the end of detailed-routing iteration 0 is 70. The count of unique library cells instantiated by Yosys came out at 41. The area of the die is 5491 um^2. The tally of OpenROAD warnings came out at 33. Yosys attributes the largest share of cell area to sky130_fd_sc_hd__dfrtn_1 (57%), sky130_fd_sc_hd__a22o_1 (8.8%), sky130_fd_sc_hd__o21ai_0 (3.1%), sky130_fd_sc_hd__nor2_1 (2.2%), sky130_fd_sc_hd__nand2_1 (2.0%). The dominant kind of combinational cell is AND-OR/OR-AND gates. The detailed-placement wirelength estimate is 2610 um. The number of instances in the synthesized netlist is 186. At the later pin of the worst-skew pair, clock insertion delay measures 0.35 ns. For reference, the critical path cell chain is or3_4 > and2_4. The overall die height is 74.10 um. The total standard cell area after synthesis is 2079 um^2. The floorplan-stage core utilization came out at 42.89%. The area fraction in xor and xnor cells came out at 1.264%.

Per the hold report, the tightest min-delay path originates at q_send_data[27]. The tree is rooted in a sky130_fd_sc_hd__clkbuf_8. The final design instance area without fill is 2321 um^2. For this run, the leading register cell type out of synthesis is sky130_fd_sc_hd__dfrtn_1. The area share of fa/ha/maj cells after synthesis is 1.203%. The global-route wire length before repair came out at 6782 um. The largest fanout of any net on the critical path is 2. The data required time at the worst endpoint is 2.40 ns. The share of cell area taken by muxes after synthesis came out at 0%. Data on the critical path arrives at its endpoint at 2.65 ns. The number of warnings reported in the yosys synthesis log came out at 2. The synthesized area per cell came out at 11.18 um^2. The cell with the biggest individual delay on the critical path is sky130_fd_sc_hd__or3_4. The synthesized design contains 0 enable-type register cells. The wire length per cell after detailed routing came out at 14.28 um. Detailed placement reports a standard cell area of 2223 um^2.

Summed over all instances, the cell type with the most area after synthesis is sky130_fd_sc_hd__dfrtn_1. The worst max-slew margin expressed relative to the limit is 56.79%. The post-CTS setup repair buffer count is 0. The count of standard-cell rows is 25.

The worst IR drop on VDD came out at 0.4449 mV. Power comes to 0.002100 W. The area share of and-or/or-and cells after synthesis is 21.42%.

The simple logic cell fraction of the synthesized area is 14.02%. The layout report lists the combined flip-flop and latch area as 1202 um^2. The number of inserted filler cells in the final layout came out at 428. The max-slew violation count is 0. The total number of H-tree levels came out at 2. The number of port buffers came out at 3. Once routing completed, OpenROAD measured the worst setup slack at -0.2495 ns.

The die width came out at 74.10 um. The share of cells above drive strength 1 came out at 14.87%. The routability-driven placement congestion ratio is 0.8545.

STA classifies the critical path endpoint as an output port. The number of gates on the worst path with buffers counted came out at 2. The final antenna diode tally reported by the flow is 0.

The measured slew at the worst slew-check pin came out at 0.6428 ns. The DRC violation count after routing came out at 0. The area of the core came out at 4848 um^2. In this run the count of I/O pins placed on the die edge is 5. The number of buffer and inverter instances along the worst setup path is 0. Setup repair after global routing could not meet its margin everywhere. The startpoint of the most critical register-to-register path is q_cnt[0]. The via count of the first global-routing pass is 1,512.

The total iterations of the first detailed-routing run came out at 4. The sum of overflow across all layers after global routing came out at 0. The critical path starts at q_state[1].

The detail-routed via count per cell is 5.618. STA classifies the critical path startpoint as a register. In this run the worst hold path is classified as register to register.

The clock-pin slew reported for the worst setup and hold paths after clock tree synthesis came out at 0.06 ns. The combinational gate area is 807.0 um^2. Per the post-route antenna check, the number of violating nets is 0.

The maximum count of clock buffers along a single path came out at 2. The cell area power density is 904.7 nW/um^2. For this run the top cell type by instance count after synthesis was sky130_fd_sc_hd__dfrtn_1.

The number of max-cap violations came out at 0. The final worst clock skew is 0.05181 ns. The synthesized design contains 48 register bits. The worst hold path cell count came out at 1. The total vias in the final route came out at 1,472.

The growth of design area from synthesis to finish is 11.61%. Summed over all layers, the routed wires come to 3742 um. Yosys stat counts 186 cells in the synthesized netlist. The total routing resource utilization after global routing is 16.58%.

The total clock buffers created by CTS is 5. The largest net degree at the start of global routing is 40. The number of antenna violations at the first check in global routing is 0. The summed standard-cell area reported by yosys came out at 2079 um^2.

Per Yosys stat, the portion of area used by sequential elements is 57.82%. The power report puts the leakage power at 1.061 nW. The proportion of register bits with asynchronous set or reset after synthesis came out at 100.0%. In the setup report, the worst path falls into the class register to output port. The number of setup violations in the final report is 3. The kind of cell adding the most delay to the critical path is simple AND/OR/NAND/NOR gates.

For this run, the slowest stage of the critical path takes 0.38 ns.
per-stage QoR:
stage / instances / TNS (ns) / setup slack (ns) / hold slack (ns) / utilization, %
CTS: 262 / -0.3853 / -0.2616 / 0.4455 / 47.82
detailed placement: 253 / -0.02363 / -0.02363 / 0.4411 / 45.86
global placement: 253 / -0.01812 / -0.01812 / 0.4274 / 45.86
floorplan: 186 / -0.2575 / -0.2575 / 0.4041 / -
global route: 262 / -0.4345 / -0.2910 / 0.4660 / 47.87
finish: 262 / -0.3548 / -0.2495 / 0.4438 / 47.87
layer usage:
metal,GRT usage (%),vias to the layer above,part of all wire [%]
met5,0,-,0
met3,3.571,2,3.5
met4,2.991,0,0.61
met2,24.04,30,43
met1,27.41,741,53
li1,-,699,-
power breakdown:
group / switching (W) / total, W / internal, W
Combinational: 0.000456 / 0.000764 / 0.000308
Sequential: 0.000119 / 0.000912 / 0.000793
Clock: 0.000236 / 0.000423 / 0.000187
Total: 0.000811 / 0.00210 / 0.00129
final cells by class:
cell class	count	share of cell area [%]
clock buffers	6	3.181
clock inverters	5	1.402
inverters	9	1.456
multi-input cells	117	34.77
flip-flops and latches	48	51.81
well taps	67	3.612
repair buffers	10	3.774
cells in the final DEF (no fill, tap or decap), types with 2 or more instances in the layout:
cell type                  count
sky130_fd_sc_hd__a221o_1       2
sky130_fd_sc_hd__o22ai_1       4
sky130_fd_sc_hd__a21o_1        2
sky130_fd_sc_hd__ha_1          2
sky130_fd_sc_hd__a22o_1       21
sky130_fd_sc_hd__or2_2         2
sky130_fd_sc_hd__clkbuf_8      5
sky130_fd_sc_hd__inv_1        11
sky130_fd_sc_hd__nand2_1      11
sky130_fd_sc_hd__xnor2_1       2
sky130_fd_sc_hd__nor2_1       11
sky130_fd_sc_hd__a211o_1       2
sky130_fd_sc_hd__nor3_1        8
sky130_fd_sc_hd__nand3_1       3
sky130_fd_sc_hd__or3_1         2
sky130_fd_sc_hd__and2_1        3
sky130_fd_sc_hd__o21ai_0      13
sky130_fd_sc_hd__nor3b_1       2
sky130_fd_sc_hd__dfrtn_1      47
sky130_fd_sc_hd__buf_4         7
sky130_fd_sc_hd__o31ai_1       2
sky130_fd_sc_hd__buf_2         2
sky130_fd_sc_hd__a31oi_1       3
sky130_fd_sc_hd__and3_1        2
logic make-up after synthesis:
| logic type | Yosys count |
|---|---|
| AND-OR/OR-AND | 58 |
| flip-flops | 48 |
| XOR/XNOR | 3 |
| adder cells (fa/ha/maj) | 2 |
| AND/OR/NAND/NOR | 54 |
| buffers and inverters | 21 |
path summary, 6_finish.rpt:
check	to	slack [ns]
worst max register to register	q_cnt[6]	0.78
max in group asynchronous	q_state[4]	0.98
worst max-delay path	mdio	-0.25
min in group asynchronous	q_state[7]	1.55
worst min register to register	q_send_data[28]	0.44
worst min-delay path	q_send_data[28]	0.44
repair_timing:
| item | CTS | global route |
|---|---|---|
| endpoints found under the setup margin | 3 | 3 |
| resized | 4 | 1 |
| pin swaps | 2 | 1 |
| hold buffers | 0 | 0 |
registers in the layout, summed over array words and instances (netlist names):
register	count
q_cnt	8
q_send_data	31
q_state	9
Power is estimated from default activity; no workload was simulated.
