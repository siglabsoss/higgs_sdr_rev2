`./config.mk`:
```
export PLATFORM = sky130hd
export DESIGN_NAME = fb_eq_join
export DESIGN_NICKNAME = fb_eq_join
export VERILOG_FILES = /design/flow/design.v
export SDC_FILE = /design/flow/constraint.sdc
export NUM_CORES = 4
export LEC_CHECK = 1
export CORE_UTILIZATION = 50
```
`./constraint.sdc`:
```
current_design fb_eq_join

set clk_period 4.0
set clk_io_pct 0.2

create_clock -name clk0 -period $clk_period [get_ports {clk}]

set non_clock_inputs [all_inputs -no_clocks]
set_input_delay [expr $clk_period * $clk_io_pct] -clock clk0 $non_clock_inputs
set_output_delay [expr $clk_period * $clk_io_pct] -clock clk0 [all_outputs]
```
`./design.v`:
```
module fb_eq_join
  #(
  parameter DROP_AFTER = 1024
  )(
   input wire [31:0] t_fb_data,
   input wire        t_fb_valid,
   input             t_fb_last,
   output reg        t_fb_ready,
   input wire [31:0] t_eq_data,
   input wire        t_eq_valid,
   input wire        t_eq_last,
   output reg        t_eq_ready,
   output reg [31:0] i_data,
   output reg        i_valid,
   output reg        i_last,
   input wire        i_ready,
   input wire        clk, rstf
   );
   reg               q_active, n_active;
   reg               q_sel, n_sel;  
   reg [31:0]        q_cnt, n_cnt;
   reg               q_blocked, n_blocked;
   reg [31:0]        q_stalcnt, n_stalcnt;
   reg               q_dumping, n_dumping;
   reg               q_stallovr, n_stallovr;
   reg  h_one;
   always @(*) begin
      i_data = !q_active ? 0:
               q_sel ? t_fb_data:t_eq_data;
      i_valid = !q_active ? 0:
                q_sel ? t_fb_valid:t_eq_valid;
      i_last = !q_active ? 0:
               q_sel ? t_fb_last:t_eq_last;
      t_fb_ready = !q_active ? 0:
                   q_sel ? i_ready:0;
      t_eq_ready = !q_active ? (q_dumping):
                   (~q_sel) ? (i_ready):
                    (q_dumping);
      n_active = (i_valid & i_last & i_ready) ? 0:
                 (~q_dumping & ~q_active & (t_fb_valid | t_eq_valid)) ? 1:q_active;
      n_sel = (~q_active & t_eq_valid & ~q_dumping) ? 0:
                 (~q_active & t_fb_valid) ? 1:q_sel;
      n_cnt = (i_valid & i_ready) ? q_cnt + 1:q_cnt;
      n_blocked = (q_active & q_sel) & t_eq_valid;
      h_one = q_dumping && ~q_stallovr;
      n_stalcnt = (n_blocked && ~n_stallovr) ? (q_stalcnt + 1) : 
                ((q_dumping && ~n_stallovr) ? q_stalcnt : 0) ;
      n_stallovr = (t_eq_valid && t_eq_last);
      n_dumping = (q_stalcnt > DROP_AFTER) ? ~n_stallovr : 0;
   end
   always @(posedge clk) begin
      if(~rstf) begin
         q_active <= 0;
         q_sel <= 0;
         q_cnt <= 0;
         q_blocked <= 0;
         q_stalcnt <= 0;
         q_dumping <= 0;
         q_stallovr <= 0;
      end
      else begin
         q_active <= n_active;
         q_sel <= n_sel;
         q_cnt <= n_cnt;
         q_blocked <= n_blocked;
         q_stalcnt <= n_stalcnt;
         q_dumping <= n_dumping;
         q_stallovr <= n_stallovr;
      end
   end
endmodule
```
`./run.sh`:
```
#!/bin/bash
# OpenROAD 26Q1-2900-gdf79404cd8, Yosys 0.63+post, stock flow scripts
make -C /OpenROAD-flow-scripts/flow DESIGN_CONFIG=/design/flow/config.mk WORK_HOME=/design/flow/orfs finish
```
==> datasheet_impl.txt <==
Physical design parameters

Parameter                              Value

Route
  Vias per Instance .................. 5.690
  Number of detailed-routing iterations run before antenna repair .................. 4
  Starting DRT DRC Count .................. 248
  Antenna diodes .................. 0
  Number of vias in the routed layout .................. 2828
  Post-route DRC .................. 0
  Drt wl/cell .................. 14.93 um
  Number of nets still failing antenna checks after routing .................. 0
  Total wirelength of the detailed-routed design .................. 7.419 mm

Setup path
  Start-to-end type of the worst setup path .................. flip-flop to output port
  Critical path startpoint category .................. flip-flop
  Required time at the worst-slack endpoint .................. 3.20 ns
  Critical Path Sink Type .................. output port
  Max stage delay cell, worst path .................. dfxtp_2
  Cell-by-cell listing of the critical path .................. buf_4, mux2i_1, nor2_1, clkdlybuf4s50_1
  WP buf/inv .................. 2
  WP data arrival .................. 2.24 ns
  CP max FO .................. 32
  Largest delay share family, worst path .................. buffers and inverters
  Delay of the slowest critical-path stage .................. 0.85 ns

Timing
  Max Slew Vio Count .................. 0
  Timing-limited maximum frequency .................. 0.3286 GHz
  Setup WS post-layout .................. 0.9570 ns
  Tcrit/Tclk final .................. 76.08%
  Number of hold-slack violations in the final timing report .................. 0
  Final setup TNS .................. 0 ns
  Setup repair after global routing missed its margin .................. no
  Transition at the pin with the smallest max-transition slack .................. 0.7946 ns
  Worst slew slack as a fraction of its limit .................. 47.03%
  Total setup violations reported at the end of the flow .................. 0
  Fin Clk Skew .................. 0.006562 ns
  Final Critical Period .................. 3.043 ns

Power and ir drop
  Switching share of power .................. 23.11%
  Proportion of power drawn by combinational gates .................. 22.7%
  Internal Pwr Total .................. 0.0006003 W
  Leakage dissipation .................. 1.239 nW
  Worst IR Drop VDD .................. 0.1223 mV
  Part of the power in registers .................. 46.1%
  Power density over cell area .................. 214.0 nW/um^2
  Final total power .................. 0.0007806 W
  Net switching power of the design .................. 0.0001804 W
  Clk pwr share .................. 31.2%

Synthesis
  FFs w/ async S/R, synth .................. 0%
  Post-synthesis sequential area ratio .................. 28.07%
  Synth Area per Inst .................. 7.541 um^2
  Most frequent cell after synthesis .................. nor2_1
  Registers, synthesis .................. 35
  Chip area line of the yosys report .................. 2496 um^2
  Cell type with the largest total area after synthesis .................. dfxtp_1
  Number of instances in the synthesized netlist .................. 331
  Cell area after synthesis .................. 2496 um^2
  Count of yosys warnings during synthesis .................. 1
  Dominant register cell in the synthesized netlist .................. dfxtp_1
  Top cells by area in the synthesized netlist .................. dfxtp_1 28%, mux2i_1 14%, nor2_1 8.1%
  Distinct cells, synth .................. 47
  Area share of the largest cell type after synthesis .................. 28.07%
  Top cells by count, synth .................. 54 x nor2_1, 35 x dfxtp_1, 34 x mux2i_1, 32 x nand2_1, 22 x o21ai_0
  Post-synth tally of flip-flops with integrated enable .................. 0
  Yosys cell count .................. 331

Final layout
  Number of fillers in the final layout .................. 368
  Layout cells sized above 1 .................. 5.349%
  Storage cell area .................. 701.9 um^2
  Combined area of the multi-input logic cells .................. 1638 um^2
  Synth-to-layout area growth .................. 46.17%

Global route
  Number of global-route vias before repair .................. 2429
  Antenna violations before repair .................. 0
  Largest net degree at the start of global routing .................. 33
  Total global routing track utilization .................. 28.84%
  First-pass GRT wire length .................. 11.65 mm
  Congestion Overflow GR .................. 0

Floorplanning
  Width of the die .................. 72.66 um
  Fraction of the core area occupied by cells at floorplan .................. 52.50%
  Core Area .................. 4755 um^2
  IO Count .................. 107
  Overall die height .................. 72.66 um
  Number of placement rows .................. 25
  Chip area .................. 5279 um^2

Clock tree
  Worst-skew pair later-pin latency .................. 0.28 ns
  Clock slew seen by the registers of the worst setup and hold paths .................. 0.07 ns
  CTS tree .................. built
  Number of buffers inserted by post-CTS setup repair .................. 0
  Post-cts repair resize count .................. 0
  Hold buffer count at cts .................. 0
  CTS Buf Count .................. 5
  Total clock sinks .................. 35
  H-tree levels .................. 2
  Buffer levels on the longest clock path .................. 2
  CTS Root Cell .................. clkbuf_8

Job
  Number of warning messages in the logs .................. 28
  Max-cap violation count .................. 0

Outcome
  Outcome .................. finished clean

Placement
  Estimated wirelength of the detail-placed design .................. 5.620 mm
  Input/output buffers .................. 106
  Worst slack at placement .................. 1.067 ns
  Final estimated routing congestion in global placement .................. 0.8392

Hold path
  Hold crit path type .................. flip-flop to flip-flop
[worst paths after layout]
kind	from	end	slack, ns	cells past startpoint
worst max-delay path	q_sel	i_data[8]	0.96	4
worst min register to register	q_stalcnt[29]	q_stalcnt[29]	0.49	2
worst max register to register	q_sel	q_stalcnt[21]	1.50	5
worst min-delay path	q_stalcnt[29]	q_stalcnt[29]	0.49	2
[power groups by stage]
stage	sequential (W)	clock, W	combinational, W
finish	0.000360	0.000244	0.000177
global route	0.000361	0.000264	0.000191
CTS	0.000360	0.000246	0.000178
[logic make-up (layout without fill, tap and decap cells)]
group,Yosys count,count (layout),share of synthesized area [%]
compound gates,67,67,16.99
mux,34,34,13.63
buf+inv,32,131,6.315
fa+ha+maj,2,2,1.002
flops,35,35,28.07
simple gates,161,161,33.98
[area by class of cell]
type	count	area share (%)
inverters	12	1.235
repair buffers	111	30.11
clock buffers	7	2.092
well taps	67	2.298
flip-flops and latches	35	19.24
multi-input cells	264	44.89
clock inverters	1	0.1372
[sequential cells by signal, summed over array words and instances, names as in the netlist]
register,cells
q_stalcnt,32
q_active,1
q_dumping,1
q_sel,1
[worst reg2reg max path: stages (launching register included)]
cell and delay (ns):
dfxtp_2 0.85, nand4b_1 0.59, nor2_1 0.23, buf_4 0.27, nand4_1 0.21, o311ai_1 0.27
[placed cells by master, fill, tap and decap left out, drive strengths merged, types with 2 or more instances in the layout]
master / Yosys / routed
a311oi: 2 / 2
or2: 2 / 2
a31oi: 6 / 6
or4: 6 / 6
nor3: 8 / 8
or3: 4 / 4
nor4: 13 / 13
ha: 2 / 2
nand3b: 2 / 2
mux2i: 34 / 34
inv: 11 / 11
nand3: 20 / 20
a41oi: 2 / 2
clkdlybuf4s50: 0 / 106
nor2: 54 / 54
clkinv: 1 / 2
and3: 2 / 2
o211ai: 8 / 8
clkbuf: 11 / 7
nand4: 12 / 12
buf: 9 / 5
a21oi: 14 / 14
nand2: 33 / 33
dfxtp: 35 / 35
o211a: 2 / 2
o311ai: 4 / 4
o21ai: 23 / 23
and2: 2 / 2
[routing by layer]
layer / routed length (um) / global-route usage (%)
met4: 50 / 1.743
met3: 655 / 8.263
met5: 0 / 0
met1: 3095 / 41.47
met2: 3618 / 46.21
[metrics by stage]
stage / util, % / std cells / instance area, um^2 / hold slack (ns)
after floorplan: - / 331 / 2496 / 0.4548
after global placement: 75.03 / 489 / 3567 / 0.4700
after CTS: 76.74 / 497 / 3649 / 0.4878
after global routing: 76.74 / 497 / 3649 / 0.5241
after detailed placement: 75.03 / 489 / 3567 / 0.4777
final: 76.74 / 497 / 3649 / 0.4893
No activity file was given, so power comes from the tool's default toggle rates.
